File: flow/config.mk
export PLATFORM = sky130hd
export DESIGN_NAME = weight_memory
export DESIGN_NICKNAME = weight_memory
export VERILOG_FILES = /design/flow/design.v
export SDC_FILE = /design/flow/constraint.sdc
export NUM_CORES = 4
export LEC_CHECK = 1
export CORE_AREA = 10 10 180 180
export DIE_AREA = 0 0 190 190
File: flow/constraint.sdc
current_design weight_memory

set clk_period 5.1
set clk_io_pct 0.2

create_clock -name clk0 -period $clk_period [get_ports {clk}]

set non_clock_inputs [all_inputs -no_clocks]
set_input_delay [expr $clk_period * $clk_io_pct] -clock clk0 $non_clock_inputs
set_output_delay [expr $clk_period * $clk_io_pct] -clock clk0 [all_outputs]
File: flow/design.v
module act_memory
    #(
        parameter DEBUG = 0,
        parameter NAME = "DEFAULT ACT MEM",
        parameter ENTRY_NUM = 16,
        parameter DIM = 1,
        parameter DATA_SIZE = 64)(
    input clk,
    output [DATA_SIZE-1:0] out_data,
    input write,
    input [15:0] index_entry,
    input [15:0] index_y,
    input [15:0] index_x,
    input [DATA_SIZE-1:0] in_data,
    input [15:0] read_index_entry,
    input [15:0] read_index_y,
    input [15:0] read_index_x
);
    reg [DATA_SIZE-1:0] mem [ENTRY_NUM-1:0][DIM-1:0][DIM-1:0];
    assign out_data = mem[read_index_entry][read_index_y][read_index_x];
    always @(posedge clk)begin
        if (write)begin
            mem[index_entry][index_y][index_x] = in_data;
            if (DEBUG) begin
                $display("%s : WRITE : mem[%d][%d][%d] = %f", NAME, index_entry, index_y, index_x, $bitstoreal(mem[index_entry][index_y][index_x]));
            end
        end
    end
endmodule
module weight_memory #(    
    parameter DEBUG = 0,
    parameter NAME = "DEFAULT WEIGHT MEM",
    parameter NUM_INPUTS = 1,
    parameter NUM_OUTPUTS = 1,
    parameter DIM = 1,
    parameter DATA_SIZE = 64)(
    input clk,
    output [DATA_SIZE-1:0] out_data_weight,
    output [DATA_SIZE-1:0] out_data_bias,
    input weight_write,
    input bias_write,
    input [15:0] index_in,
    input [15:0] index_out,
    input [15:0] index_k_y,
    input [15:0] index_k_x,
    input [15:0] read_index_in,
    input [15:0] read_index_out,
    input [15:0] read_index_y,
    input [15:0] read_index_x,  
    input [15:0] read_index_bias,  
    input [DATA_SIZE-1:0] in_data
);
    reg [DATA_SIZE-1:0] mem_weight [NUM_INPUTS-1:0][NUM_OUTPUTS-1:0][DIM-1:0][DIM-1:0];
    reg [DATA_SIZE-1:0] mem_bias [NUM_OUTPUTS-1:0];
    assign out_data_weight = mem_weight[read_index_in][read_index_out][read_index_y][read_index_x];
    assign out_data_bias = mem_bias[read_index_bias];
    always @(posedge clk)begin
        if (weight_write)begin
            mem_weight[index_in][index_out][index_k_y][index_k_x] <= in_data;
            if (DEBUG) begin
                $display("%s : WRITE weight: mem[%d][%d][%d][%d] = %f", NAME, index_in, index_out, index_k_y, index_k_x, $bitstoreal(in_data));
            end
        end
        else if (bias_write) begin
            mem_bias[index_k_x] <= in_data;
            if (DEBUG) begin
                $display("%s : WRITE bias: mem[%d] = %f", NAME, index_k_x, $bitstoreal(in_data));
            end
        end
    end
endmodule
File: flow/run.sh
#!/bin/bash
# OpenROAD 26Q1-2900-gdf79404cd8, Yosys 0.63+post, stock flow scripts
make -C /OpenROAD-flow-scripts/flow DESIGN_CONFIG=/design/flow/config.mk WORK_HOME=/design/flow/orfs finish
==> node_exporter_impl.prom <==
# HELP chip_impl_metric Flow report values
# TYPE chip_impl_metric gauge
chip_impl_metric{name="cp_data_required_time",unit="ps"} 5190
chip_impl_metric{name="maximum_level_of_the_cts_h_tree",unit=""} 4
chip_impl_metric{name="drt-total-wl",unit="mm"} 11.4
chip_impl_metric{name="cts.path.max_buffers",unit=""} 2
chip_impl_metric{name="drive_above_1_share",unit=""} 0.0980
chip_impl_metric{name="cts.sink_count",unit=""} 128
chip_impl_metric{name="min_delay_path_depth",unit=""} 1
chip_impl_metric{name="synth-seq-area-share",unit=""} 0.996
chip_impl_metric{name="openroad_warning_count",unit=""} 169
chip_impl_metric{name="number_of_global_route_vias_before_repair",unit=""} 2392
chip_impl_metric{name="maxClockFrequency",unit="MHz"} 402
chip_impl_metric{name="slew_viol_final",unit=""} 0
chip_impl_metric{name="grt_start_max_net_pins",unit=""} 39
chip_impl_metric{name="die_h",unit="um"} 190
chip_impl_info{name="cp-endpoint",value="mem_bias[0][1]"} 1
chip_impl_metric{name="post_synth_inst_count",unit=""} 129
chip_impl_metric{name="power.static_leakage",unit="uW"} 0.00230
chip_impl_metric{name="placement_rows",unit=""} 62
chip_impl_metric{name="grt_use_total",unit=""} 0.0618
chip_impl_info{name="hold_path.class",value="in -> reg"} 1
chip_impl_metric{name="slew_headroom",unit=""} 0.411
chip_impl_metric{name="grt_pass1_wl",unit="mm"} 16.2
chip_impl_info{name="endpoint_kind",value="register"} 1
chip_impl_info{name="unrepaired_setup_endpoints_after_global_routing",value="no"} 1
chip_impl_metric{name="coreArea",unit="sq mm"} 0.0286
chip_impl_metric{name="num_vias",unit=""} 2116
chip_impl_metric{name="routed_via_density",unit=""} 2.85
chip_impl_metric{name="ys_cells",unit=""} 129
chip_impl_metric{name="postSynth.asyncResetShare",unit=""} 0
chip_impl_info{name="tritoncts",value="done"} 1
chip_impl_metric{name="yosysUniqueCellTypes",unit=""} 2
chip_impl_metric{name="placement.io_buffers",unit=""} 194
chip_impl_metric{name="critical_path.max_fanout",unit=""} 38
chip_impl_info{name="clock-root-buffer",value="sky130_fd_sc_hd__clkbuf_16"} 1
chip_impl_metric{name="cap_violations",unit=""} 0
chip_impl_metric{name="totalPowerFinal",unit="uW"} 2730
chip_impl_metric{name="remaining_drc_errors",unit=""} 0
chip_impl_metric{name="totalNegativeSetupSlack",unit="ps"} 0
chip_impl_info{name="run_status",value="complete, no violations"} 1
chip_impl_metric{name="worst_pin_slew",unit="ps"} 881
chip_impl_metric{name="power_density",unit="mW/mm^2"} 394
chip_impl_metric{name="cts_hold_buf",unit=""} 0
chip_impl_metric{name="floorplan_core_density",unit=""} 0.135
chip_impl_metric{name="synth_largest_type_area_fraction",unit=""} 0.996
chip_impl_metric{name="drtAntennaViolNets",unit=""} 0
chip_impl_metric{name="routedWlPerCell",unit="um"} 15.3
chip_impl_metric{name="cts_inserted_buffers",unit=""} 17
chip_impl_metric{name="critPathArrivalTime",unit="ps"} 2580
chip_impl_metric{name="final_util",unit=""} 0.241
chip_impl_info{name="crit_path_start",value="bias_write"} 1
chip_impl_info{name="synth_dominant_cell_count",value="sky130_fd_sc_hd__edfxtp_1"} 1
chip_impl_metric{name="post-route-cell-area",unit="sq mm"} 0.00691
chip_impl_metric{name="die-width",unit="um"} 190
chip_impl_metric{name="path_clk_slew",unit="ps"} 60
chip_impl_info{name="yosys-top-cells-area",value="sky130_fd_sc_hd__edfxtp_1 (100%), sky130_fd_sc_hd__nor2b_4 (0.36%)"} 1
chip_impl_metric{name="irDropWorstVdd",unit="mV"} 0.180
chip_impl_metric{name="first_iter_violations",unit=""} 117
chip_impl_metric{name="ys_warn_count",unit=""} 1
chip_impl_info{name="start_kind",value="input pin"} 1
chip_impl_metric{name="io-pin-count",unit=""} 339
chip_impl_metric{name="place_area",unit="sq mm"} 0.00630
chip_impl_metric{name="number_of_instances_resized_during_post_cts_repair",unit=""} 0
chip_impl_info{name="yosys_most_used_dff",value="sky130_fd_sc_hd__edfxtp_1"} 1
chip_impl_metric{name="dp_hpwl",unit="mm"} 8.75
chip_impl_info{name="synthTopCellsByCount",value="sky130_fd_sc_hd__edfxtp_1 (128), sky130_fd_sc_hd__nor2b_4 (1)"} 1
chip_impl_info{name="post-synth-top-area-cell",value="sky130_fd_sc_hd__edfxtp_1"} 1
chip_impl_metric{name="global_route.overflow_total",unit=""} 0
chip_impl_metric{name="synthesis.area_per_instance",unit="sq um"} 29.9
chip_impl_metric{name="enable_flop_cells",unit=""} 128
chip_impl_info{name="timing_worst_setup_path_type",value="in -> reg"} 1
chip_impl_metric{name="report.final.setup_viol",unit=""} 0
chip_impl_metric{name="number_of_antenna_violations_at_the_first_check_in_global_routing",unit=""} 2
chip_impl_metric{name="yosys_register_bits",unit=""} 128
chip_impl_metric{name="hold_viol_final",unit=""} 0
chip_impl_metric{name="synthToLayoutAreaGrowth",unit="%"} 79.2
chip_impl_metric{name="dr.pass1.iters",unit=""} 3
chip_impl_metric{name="yosys.stat.chipArea",unit="sq mm"} 0.00386
chip_impl_metric{name="post-cts-setup-buffers",unit=""} 0
chip_impl_metric{name="place.gp.congestion",unit=""} 0.726
chip_impl_metric{name="chip_footprint",unit="sq mm"} 0.0361
chip_impl_metric{name="fin_crit_share",unit=""} 0.488
chip_impl_metric{name="netlist_area",unit="sq mm"} 0.00386
chip_impl_metric{name="finalWorstPathRequiredPeriod",unit="ps"} 2490
[where the power goes]
| part | switching [uW] | leakage [uW] | total [uW] | internal [uW] |
|---|---|---|---|---|
| Sequential | 19.2 | 0.00123 | 1260 | 1240 |
| Clock | 471 | 0.000292 | 1250 | 776 |
| Combinational | 53.7 | 0.000781 | 215 | 161 |
[per-stage QoR]
| step | setup WS, ps | cells | hold WS, ps |
|---|---|---|---|
| finish | 2610 | 742 | 1060 |
| global route | 2530 | 741 | 1040 |
| CTS | 2600 | 741 | 1030 |
| detailed placement | 2150 | 709 | 1490 |
| global placement | 2200 | 709 | 1480 |
| floorplan | 2680 | 129 | 1120 |
[state kept, by name, summed over array words and instances, names as in the netlist]
register / cells
mem_bias: 64
mem_weight: 64
[layout make-up]
class                      count  area, sq um
tap                          384          480
clock buffer                  18          429
clock inverter                14          176
multi-input combinational      1         13.8
sequential                   128         3840
antenna                        1         2.50
fill                        2862        21700
timing repair buffer         196         1970
[worst max-delay path, cell delays in order]
cell and delay [ps]:
sky130_fd_sc_hd__clkdlybuf4s50_1 460, sky130_fd_sc_hd__nor2b_4 710, sky130_fd_sc_hd__buf_12 320
[routing by layer]
layer | vias to the layer above | share of wire | global-route usage
met3 | 9 | 0.11 | 0.0348
met2 | 107 | 0.51 | 0.106
met4 | 2 | 0.013 | 0.00946
li1 | 971 | - | -
met1 | 1027 | 0.36 | 0.0659
met5 | - | 0.0018 | 0
[worst min-delay path by stage]
| stage | startpoint | end |
|---|---|---|
| final | weight_write | mem_weight[0][15] |
| after global routing | weight_write | mem_weight[0][15] |
| after CTS | weight_write | mem_weight[0][15] |
[layout by cell type, fill, tap and decap left out, drive strengths merged]
cell,Yosys,routed
bufinv,0,3
clkinv,0,4
diode,0,1
clkinvlp,0,2
inv,0,5
buf,0,3
edfxtp,128,128
clkbuf,0,18
nor2b,1,1
clkdlybuf4s50,0,193
[cells by family (layout without fill, tap and decap cells)]
kind of cell / after synthesis / in the layout / synth area share
flip-flops: 128 / 128 / 0.996
AND/OR/NAND/NOR: 1 / 1 / 0.00357
other: 0 / 1 / 0
buffers and inverters: 0 / 228 / 0
Power is estimated from default activity; no workload was simulated.
